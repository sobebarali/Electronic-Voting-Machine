[/design/flow/design.v]
module encoder16to4 (encoder_in,valid,encoder_out);
input [15:0]encoder_in;
output reg valid;
output reg [3:0] encoder_out;
always @(*) begin
    case(encoder_in)
         16'b0000000000000001 : begin
            valid = 1'b1;
            if (valid) begin
               encoder_out =4'b0000;
            end
         end  
         16'b0000000000000010 : begin
            valid = 1'b1;
            if (valid) begin
               encoder_out =4'b0001;
            end
         end 
         16'b0000000000000100 : begin
            valid = 1'b1;
            if (valid) begin
               encoder_out =4'b0010;
            end
         end 
         16'b0000000000001000 : begin
            valid = 1'b1;
            if (valid) begin
               encoder_out =4'b0011;
            end
         end 
         16'b0000000000010000 :begin
            valid = 1'b1;
            if (valid) begin
               encoder_out =4'b0100;
            end
         end 
         16'b0000000000100000 : begin
            valid = 1'b1;
            if (valid) begin
               encoder_out =4'b0101;
            end
         end 
         16'b0000000001000000 : begin
            valid = 1'b1;
            if (valid) begin
               encoder_out =4'b0110;
            end
         end 
         16'b0000000010000000 : begin
            valid = 1'b1;
            if (valid) begin
               encoder_out =4'b0111;
            end
         end 
         16'b0000000100000000 : begin
            valid = 1'b1;
            if (valid) begin
               encoder_out =4'b1000;
            end
         end 
         16'b0000001000000000 : begin
            valid = 1'b1;
            if (valid) begin
               encoder_out =4'b1001;
            end
         end 
         16'b0000010000000000 : begin
            valid = 1'b1;
            if (valid) begin
               encoder_out =4'b1010;
            end
         end 
         16'b0000100000000000 : begin
            valid = 1'b1;
            if (valid) begin
               encoder_out =4'b1011;
            end
         end 
         16'b0001000000000000 : begin
            valid = 1'b1;
            if (valid) begin
               encoder_out =4'b1100;
            end
         end 
         16'b0010000000000000 : begin
            valid = 1'b1;
            if (valid) begin
               encoder_out =4'b1101;
            end
         end 
         16'b0100000000000000 : begin
            valid = 1'b1;
            if (valid) begin
               encoder_out =4'b1110;
            end
         end 
         16'b1000000000000000 : begin
            valid = 1'b1;
            if (valid) begin
               encoder_out =4'b1111;
            end
         end 
         default: begin
            valid=1'b0;encoder_out =4'b0000;
         end 
         endcase
    end
endmodule
[/design/flow/run.sh]
#!/bin/bash
# OpenROAD 26Q1-2900-gdf79404cd8, Yosys 0.63+post, stock flow scripts
make -C /OpenROAD-flow-scripts/flow DESIGN_CONFIG=/design/flow/config.mk WORK_HOME=/design/flow/orfs finish
[/design/flow/config.mk]
export PLATFORM = sky130hd
export DESIGN_NAME = encoder16to4
export DESIGN_NICKNAME = encoder16to4
export VERILOG_FILES = /design/flow/design.v
export SDC_FILE = /design/flow/constraint.sdc
export NUM_CORES = 4
export LEC_CHECK = 1
export CORE_AREA = 10 10 70 70
export DIE_AREA = 0 0 80 80
[/design/flow/constraint.sdc]
current_design encoder16to4

set clk_period 2.5
set clk_io_pct 0.2

create_clock -name clk0 -period $clk_period

set non_clock_inputs [all_inputs -no_clocks]
set_input_delay [expr $clk_period * $clk_io_pct] -clock clk0 $non_clock_inputs
set_output_delay [expr $clk_period * $clk_io_pct] -clock clk0 [all_outputs]
==> flow_summary.toml <==
# flow metrics
[detailed_routing]
dr.pass1.iters = 4
ant_nets = 0
avgRoutedWirePerCell_um = 11.82
drc = 0
vias = 732
drt-total-wl_mm = 1.974
dr.first_iter.drc_count = 27
diodes = 0
viasPerCell = 4.383

[timing]
maxSlewViolCount = 0
fin_crit_sh_pct = 104.9
setup_viol = 3
rsz0062_at_grt = "yes"
worst_slew_pin_slew_ps = 510.9
relSlewSlack_pct = 65.58
fin_crit_ps = 2623
worst_slack_ps = -123.1
clock.fmax_mhz = 381.2
hold_violations = 0

[critical_path]
endpoint_kind = "output pin"
critPathKind = "input port to output pin"
worstPathRequired_ps = 2000
start_kind = "input port"
arrival_ps = 2120
cp_max_fo = 3

[status]
violations = "setup timing"
status = "finished with violations"

[worst_hold_path]
hold_class = "input port to output pin"

[floorplanning]
rows = 21
chipHeight_um = 80
die-area_sq_um = 6400
fp_util_pct = 14.65
coreArea_sq_um = 3416
die_w_um = 80
ios = 21

[place]
port_buffers = 21
gp_congestion = 0.8964
dp_hpwl_mm = 1.518

[grt]
grt_overflow = 0
grt_pass1_wl_mm = 3.215
grt_usage_pct = 5.795
grt_pass1_vias = 702
grt_max_degree = 10
antenna_found_initial = 0

[power_and_ir_drop]
p_switching_mw = 0.05510
switching_share_pct = 47.71
internal_power_mw = 0.06039
vdd_ir_drop_max_v = 0.00003770
power.clock.fraction_pct = 0
p_leak_nw = 0.4277
combPwrFrac_pct = 100.0
power_density_nw_per_um2 = 112.4
power_mw = 0.1155
power_frac_seq_pct = 0

[yosys]
synth_cells = 78
avgSynthCellArea_sq_um = 6.416
top_cell_area_share_pct = 14.00
ys_cells = 78
ys_types = 30
ys_top_cells_by_area = "o21ai_0 14%, xor2_1 12%, nor2_1 6.0%"
ys_area_sq_um = 500.5
syn_area_sq_um = 500.5
synth_warnings = 1
yosys.area.top_type = "o21ai_0"
postSynthSeqShare_pct = 0

[layout]
seq_cells = 0
final_util_pct = 30.07
syn2layout_area_growth_pct = 105.3
fill_cells = 364
layout-drive-gt1-share_pct = 46.28
nClkBuffers = 0
flop_area_sq_um = 0

[clock_network]
holdBufCountCts = 0

[flow_run]
warnings = 35
cap_violations = 0
-- per-stage QoR --
step / std cells / setup TNS, ps / hold WS, ps / instance area (sq um) / setup slack (ps)
after CTS: 167 / -466.5 / 1541 / 980.9 / -150.5
after floorplan: 78 / -56.60 / 1079 / 513.0 / -35.35
after detailed placement: 162 / -3770 / 2135 / 914.6 / -839.4
final: 167 / -221.7 / 1533 / 1027 / -123.1
after global placement: 162 / -3696 / 2138 / 914.6 / -821.0
after global routing: 167 / -373.4 / 1567 / 1027 / -173.0
-- power by group through the flow --
stage | Clock [mW] | Sequential (mW) | Combinational, mW
after CTS | 0 | 0 | 0.110
after global routing | 0 | 0 | 0.126
final | 0 | 0 | 0.115
-- routing by layer --
layer	global-route usage, %	part of all wire, %	up-vias
met5	0	0	-
met4	0	0	0
met3	0.6818	3.7	0
met2	9.149	45	17
met1	8.635	51	333
li1	-	-	382
-- worst max-delay path: stages --
cell and delay [ps]:
buf_6 90, or4_4 540, or4_4 440, a21oi_4 170, buf_6 120, a221oi_4 30
a21oi_2 120, buf_2 100
-- cell usage after synthesis --
cell type and number:
o21ai_0 14, nor2_1 8, xor2_1 7, nand2_1 5, clkbuf_1 4, nor3_1 4
nand3_1 3, nor4_1 3, nor4b_1 3, or4_1 3, a211oi_1 2, buf_2 2
nand3b_1 2, nand4_1 2, a21o_2 1, a21oi_2 1, a21oi_4 1, a221oi_2 1
and2b_1 1, and4b_1 1, buf_6 1, nand2b_1 1, o21ai_1 1, o22ai_1 1
o311a_1 1, or2_2 1, or3b_2 1, or4_4 1, or4b_2 1, xnor2_1 1
-- path summary, 6_finish.rpt --
check / startpoint / endpoint / slack, ps / cells after the start
min: encoder_in[14] / encoder_out[0] / 1530 / 6
max: encoder_in[14] / encoder_out[0] / -120 / 8
-- placed cells by master (no fill, tap or decap), types with 2 or more instances in the layout --
cell,netlist,layout
buf_4,0,23
buf_2,2,4
o21ai_0,14,13
nand3b_1,2,2
nor3_1,4,3
buf_6,1,8
or4_1,3,2
or4_4,1,2
clkdlybuf4s50_1,0,2
dlygate4sd2_1,0,8
xor2_1,7,7
nor2_1,8,6
nand3_1,3,2
nand4_1,2,2
dlymetal6s2s_1,0,3
nand2_1,5,4
nor4b_1,3,3
-- final cells by class --
class                           instances  area [sq um]  area share (%)
Multi-Input combinational cell         71         543.0           52.86
Timing Repair Buffer                   50         426.7           41.53
Tap cell                               46         57.56           5.603
-- what timing repair did --
action,CTS,global route
cloned,0,0
setup buffers,5,0
gates resized,48,14
endpoints found under the setup margin,5,4
pin swaps,9,4
-- kinds of logic after synthesis --
| logic type | after synthesis | synth area share, % |
|---|---|---|
| compound gates | 23 | 31.00 |
| buf+inv | 7 | 7.249 |
| xor+xnor | 8 | 14.00 |
| simple gates | 40 | 47.75 |
No activity file was given, so power comes from the tool's default toggle rates.
