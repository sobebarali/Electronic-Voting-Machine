==> flow/run.sh <==
#!/bin/bash
# OpenROAD 26Q1-2900-gdf79404cd8, Yosys 0.63+post, stock flow scripts
make -C /OpenROAD-flow-scripts/flow DESIGN_CONFIG=/design/flow/config.mk WORK_HOME=/design/flow/orfs finish
==> flow/constraint.sdc <==
current_design adder

set clk_period 1.6
set clk_io_pct 0.2

create_clock -name clk0 -period $clk_period

set non_clock_inputs [all_inputs -no_clocks]
set_input_delay [expr $clk_period * $clk_io_pct] -clock clk0 $non_clock_inputs
set_output_delay [expr $clk_period * $clk_io_pct] -clock clk0 [all_outputs]
==> flow/config.mk <==
export PLATFORM = sky130hd
export DESIGN_NAME = adder
export DESIGN_NICKNAME = adder
export VERILOG_FILES = /design/flow/design.v
export SDC_FILE = /design/flow/constraint.sdc
export NUM_CORES = 4
export LEC_CHECK = 1
export CORE_AREA = 10 10 70 70
export DIE_AREA = 0 0 80 80
==> flow/design.v <==
module adder(adder_in,adder_out);
input [9:0]adder_in;
output reg [9:0]adder_out;
always @(*) begin
    adder_out= adder_in+1;
end
endmodule
==> CHANGELOG.md <==
## Flow update

* Synth Area per Inst at 6.83 um^2
* Launch point of the critical path: adder_in[3]
* Fin Setup TNS at 0 ns
* Hold worst-path end: adder_out[3]
* Yosys warnings at 1
* Min Tclk post-route at 1.57 ns
* Core area at 3420 um^2
* Critical Setup Path Class: input port to output pin
* Count of unique library cells instantiated by Yosys at 12
* Drc violations at 0
* Number of antenna violations at the first check in global routing at 0
* MaxCap Viol Count at 0
* Post-Route WL at 817 um
* GPL Wtd Cong at 0.791
* Endpoint class of the critical path: output pin
* Instance count along the most critical hold path at 4
* Worst hold path class: input port to output pin
* Top-level I/O count at 20
* Area share of the leading cell type in the synthesized netlist at 21.4%
* Final hold violation count at 0
* List of cells traversed by the critical path: buf_2 > nand3_4 > nor2_4 > xnor2_1 > clkdlybuf4s50_1
* Leftover overflow at the end of global routing at 0
* Top area cell types: xnor2_1 21%, xor2_1 21%, nand3_1 9.2%
* Final setup viols at 0
* Maximum clock frequency at 638 MHz
* Start point of the worst min-delay path: adder_in[1]
* Count of antenna-violating nets left after detailed routing at 0
* Arrival time at the worst endpoint at 1.25 ns
* DR vias/cell at 2.59
* DP Worst Slack at -0.695 ns
* Top fanout value on the critical path at 3
* Area taken by flip-flops and latches at 0 um^2
* # Cells Yosys at 24
* Port bufs at 20
* Global-route usage over all layers at 2.52%
* Critical path launch point type: input port
* WP data required at 1.28 ns
* Hold-fix buffers, CTS at 0
* Cell type with the largest total area after synthesis: xnor2_1
* Clock buffers at 0
* Floorplan die height at 80 um
* Cell area after synthesis at 164 um^2
* LEAKAGE at 0.212 nW
* Floorplan-stage core utilization at 4.80%
* Final Max Tran Viols at 0
* FF+latch count at 0
* Mapped Cells at 24
* ANT cells at 0
* Setup slack after layout at 0.0336 ns
* Global-route wire length before repair at 1320 um
* Slowest cell on the critical path: clkdlybuf4s50_1
* Area of the multi-input gates at 206 um^2
* Chip area from the yosys synthesis statistics at 164 um^2
* Iteration-0 DRC count of the detailed router at 0
* Largest net degree at the start of global routing at 5
* Count of standard-cell rows at 21
* Final HPWL from detailed placement at 721 um
* Chip area at 6400 um^2
* Routed vias at 256
* Run status: finished, final reports clean
* Number of search-and-repair iterations in the first detailed-routing pass at 1
* Fraction of layout cells with a size suffix above 1 at 50.9%
* Maximum vdd drop at 0.0000679 V
* Number of filler cells placed in the layout at 391
* Post-layout period usage of the worst path at 97.9%
* Share of synthesized area occupied by flip-flops and latches at 0%
* Average routed wire per standard cell at 8.25 um
* Worst-margin pin slew at 0.207 ns
* Synth-to-layout area growth at 214%
* Power per cell area at 195 nW/um^2
* Stage-log warning count at 32
* Horizontal extent of the die at 80 um
* Vias in the first global route at 282
* Max stage delay on crit path at 0.49 ns
* Relative slew slack at 86.1%
## metrics by stage
step / util [%] / std cells / area, um^2 / hold slack, ns / total power [mW]
after global placement: 13.9 / 97 / 474 / 1.58 / 0.104
final: 15.1 / 99 / 514 / 1.12 / 0.100
after CTS: 14.9 / 100 / 509 / 1.17 / 0.101
after global routing: 15.1 / 99 / 514 / 1.15 / 0.112
after floorplan: - / 24 / 164 / 0.649 / 0.0178
after detailed placement: 13.9 / 97 / 474 / 1.58 / 0.104
## layout make-up
cell class | count | area share [%]
inverters | 3 | 2.19
multi-input cells | 21 | 40.1
well taps | 46 | 11.2
repair buffers | 29 | 46.5
## cell usage after synthesis
| library cell | instances |
|---|---|
| ha_1 | 1 |
| inv_1 | 3 |
| nand2_1 | 1 |
| nand2_2 | 1 |
| nand3_1 | 3 |
| nand3_2 | 1 |
| nand4_1 | 1 |
| nor2_1 | 3 |
| nor3_1 | 1 |
| nor4_2 | 1 |
| xnor2_1 | 4 |
| xor2_1 | 4 |
## how the worst max path moves through the flow
stage,endpoint,slack (ns)
4_1_cts,adder_out[8],0.006
5_1_grt,adder_out[5],-0.0009
6_report,adder_out[5],0.03
## per-layer routing
layer | up-vias | track usage, % | wire length [um]
met5 | - | 0 | 0
met4 | 0 | 0 | 0
met3 | 0 | 1.48 | 165
met2 | 14 | 4.09 | 330
met1 | 104 | 2.97 | 321
li1 | 138 | - | -
## layout by cell type (no fill, tap or decap)
master,instances
buf_4,9
dlygate4sd2_1,7
buf_2,5
xor2_1,4
xnor2_1,4
clkdlybuf4s50_1,4
nor2_4,2
inv_1,2
nand3_1,2
buf_6,2
clkdlybuf4s15_2,2
inv_2,1
nand2_2,1
nand3_4,1
nand3_2,1
nor4_4,1
nand4_1,1
nand2_1,1
nor3_2,1
nor2_1,1
ha_4,1
## power breakdown
group / switching [mW] / total [mW] / internal (mW) / leakage (nW)
clock network: 0 / 0 / 0 / 0
registers: 0 / 0 / 0 / 0
logic: 0.0376 / 0.100 / 0.0625 / 0.212
## worst max-delay path, delay by kind of cell
| family | cells | cell delay [ns] |
|---|---|---|
| XOR/XNOR | 1 | 0.12 |
| buffers and inverters | 2 | 0.61 |
| AND/OR/NAND/NOR | 2 | 0.20 |
## cell families (layout without fill, tap and decap cells)
kind of cell / count (synthesis) / after routing / synth area share (%)
buffers and inverters: 3 / 32 / 6.87
adders and majority gates: 1 / 1 / 7.63
and+or+nand+nor: 12 / 12 / 42.7
xor gates and xnor gates: 8 / 8 / 42.7
## what timing repair did
action | 4_1_cts | 5_1_grt
endpoints found under the setup margin | 10 | 3
pin swaps | 11 | 3
buffers inserted | 3 | 0
resized | 51 | 3
Power and IR drop assume default switching activity.
