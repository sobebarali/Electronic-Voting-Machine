### run.sh
#!/bin/bash
# OpenROAD 26Q1-2900-gdf79404cd8, Yosys 0.63+post, stock flow scripts
make -C /OpenROAD-flow-scripts/flow DESIGN_CONFIG=/design/flow/config.mk WORK_HOME=/design/flow/orfs finish
### config.mk
export PLATFORM = sky130hd
export DESIGN_NAME = upCounter
export DESIGN_NICKNAME = upCounter
export VERILOG_FILES = /design/flow/design.v
export SDC_FILE = /design/flow/constraint.sdc
export NUM_CORES = 4
export LEC_CHECK = 1
export CORE_AREA = 10 10 70 70
export DIE_AREA = 0 0 80 80
### constraint.sdc
current_design upCounter

set clk_period 2.9
set clk_io_pct 0.2

create_clock -name clk0 -period $clk_period [get_ports {clk}]

set non_clock_inputs [all_inputs -no_clocks]
set_input_delay [expr $clk_period * $clk_io_pct] -clock clk0 $non_clock_inputs
set_output_delay [expr $clk_period * $clk_io_pct] -clock clk0 [all_outputs]
### design.v
module upCounter(clk,resetCounter,count_in,count_out);
input clk;
input resetCounter;
input count_in;
output reg [9:0]count_out;
always @ (posedge clk) begin
 if (resetCounter)
  count_out <= 0;
 else if (count_in)
  count_out <= count_out + 1;
end   
endmodule
==> results_dict.tcl <==
# metrics dict for downstream scripts
set metrics [dict create \
    post_synth_num_cell_types 21 \
    timing_max_transition_violations_final 0 \
    r2r_cells 4 \
    vias_in_the_first_global_route 349 \
    critPathKind "in2reg" \
    cp.required_ns 3.06 \
    clk_latency_ns 0.26 \
    cp-start-kind "input pin" \
    top_area_share_pct 45.45 \
    pin_count 13 \
    cts_htree_levels 1 \
    layout_top_cell_excl_fill_tap "clkdlybuf4s50_1" \
    cts-buffers-inserted 3 \
    cp-endpoint "count_out[9]$_SDFFE_PP0P_" \
    outcome "finished, final reports clean" \
    cell_by_cell_trace_of_the_critical_path "clkdlybuf4s50_1, nand3_2, nor4_1, mux2_2" \
    worst-r2r-setup-slack_ns 1.44 \
    worst_setup_path_end_kind "flip-flop" \
    regToRegEndpoint "count_out[6]$_SDFFE_PP0P_" \
    cts_post_setup_buffers_inserted 0 \
    maximum_number_of_pins_on_one_net_before_global_route_repair 12 \
    wl_mm 1.003 \
    synth.yosys.chip_area_um2 440.4 \
    synth.largest_area_cell "dfxtp_1" \
    skew_ns 0.006035 \
    layout_top_cells_excl_fill_tap "12 x clkdlybuf4s50_1, 10 x dfxtp_1, 6 x nor2_1" \
    worst_ir_drop_vdd_mv 0.1757 \
    startpoint "count_in" \
    final_layout_size_suffix_gt1_share_pct 9.524 \
    post_cts_resized 0 \
    clock_path_buffers 2 \
    route.detailed.drc 0 \
    fp-utilization_pct 12.89 \
    yosys.stat.seqShare_pct 45.45 \
    critical_path.max_fanout 6 \
    tritoncts "built" \
    cts.sink_count 10 \
    clock.fmax_mhz 537.5 \
    syn_to_final_growth_pct 46.02 \
    antenna_found_initial 0 \
    finalWorstPathRequiredPeriod_ns 1.860 \
    synthCells 49 \
    drtAntennaViolNets 0 \
    largest_registers "count_out: 10 flops" \
    ctsRootBufferMaster "clkbuf_4" \
    synth_warn 1 \
    timing.critical_path.slowest_stage_cell "clkdlybuf4s50_1" \
    detail_route.vias_per_cell 3.725 \
    global_route.usage.total_pct 3.053 \
    cp.arrival_ns 2.02 \
    detail_route.first_pass.iterations 4 \
    max_cap_viol_count 0 \
    layout.area.seq_um2 200.2 \
    power.static_leakage_nw 0.2018 \
    fill_cells 398 \
    placement_rows 21 \
    cell_count_in_the_yosys_report 49 \
    drt-wirelength-per-cell_um 9.202 \
    grt_overflow_total 0 \
    route.vias.total 406 \
    warning_count 25 \
    syn_avg_cell_area_um2 8.988 \
    port-buffer-count 12 \
    first_iter_violations 14 \
    post-route-period-util_pct 64.15 \
    setup_violations 0 \
    final.hold.worst_slack_ns 0.5013 \
    dpl.hpwl_um 797.4 \
    syn-cell-area_um2 440.4 \
    core_area_mm2 0.003416 \
    report.final.hold_viol_count 0 \
    finalWorstSetupSlack_ns 1.040 \
    topCellsByArea "dfxtp_1 45%, nor2_1 5.1%, a21oi_1 4.5%, nand4_1 4.3%, xnor2_1 4.0%" \
    area_of_the_multi_input_gates_um2 221.5 \
    placement.setup.worst_slack_ns 0.7595 \
    gpl.final_weighted_congestion 0.7186 \
    slew_headroom_pct 74.88 \
    chip_area_mm2 0.006400 \
    ys.flops 10 \
    setup_total_negative_slack_ns 0 \
    cts.clk_slew.worst_paths_ns 0.07 \
    fp.dieH_um 80 \
    timing.rr.start "count_out[0]$_SDFFE_PP0P_" \
    regMostFlops "count_out" \
    grt_first_pass_wirelength_mm 1.587 \
    antenna_cells_inserted 0 \
    chipWidth_um 80 \
    crit_path_max_incr_delay_ns 0.61 \
    grt_setup_unrepaired "no" \
    worst_pin_slew_ns 0.3756 \
    hp-class "reg2reg" \
    finalPower_uw 286.8 \
    cell_pwr_density_mw_per_mm2 446.0 \
    final_util_pct 18.83 \
    hold_buffers 0 \
    largest_reg_flops 10 \
]
==> cell usage after synthesis, drive strengths merged <==
library cell  instances
nor4                  1
nand2                 3
mux2i                 1
inv                   2
a21oi                 4
nor2b                 1
nand3                 2
xnor2                 2
nor2                  6
ha                    1
or3                   2
o21ai                 2
mux2                  1
nand4                 3
buf                   1
or4                   2
o31ai                 2
dfxtp                10
clkbuf                1
xor2                  2
==> critical path, delay by kind of cell <==
| family | cells | cell delay [ns] |
|---|---|---|
| buffers and inverters | 1 | 0.61 |
| muxes | 1 | 0.36 |
| and+or+nand+nor | 2 | 0.46 |
==> report_power, final <==
group / internal (mW) / leakage, nW / switching (mW)
combinational: 0.0112 / 0.0999 / 0.00726
clock: 0.0762 / 0.0210 / 0.0478
sequential: 0.140 / 0.0809 / 0.00407
==> logic make-up (layout without fill, tap and decap cells) <==
kind of cell             after synthesis  after routing  share of synthesized area (%)
flip-flops                            10             10                          45.45
AND/OR/NAND/NOR                       20             20                          24.43
XOR/XNOR                               4              4                          7.956
buffers and inverters                  4             18                          4.262
AND-OR/OR-AND                          8              8                          10.23
multiplexers                           2              2                          4.829
adder cells (fa/ha/maj)                1              1                          2.840
==> per-stage QoR <==
| stage | instance area, um2 | instances |
|---|---|---|
| detailed placement | 606.8 | 105 |
| global route | 643.1 | 109 |
| global placement | 606.8 | 105 |
| floorplan | 440.4 | 49 |
| finish | 643.1 | 109 |
| CTS | 643.1 | 109 |
==> area by class of cell <==
type / count / area share [%]
Clock buffer: 4 / 5.642
Sequential cell: 10 / 31.13
Tap cell: 46 / 8.949
Timing Repair Buffer: 12 / 18.68
Inverter: 2 / 1.167
Multi-Input combinational cell: 35 / 34.44
==> worst min-delay path by stage <==
stage / startpoint / to / slack, ns / cells past startpoint
finish: count_out[8]$_SDFFE_PP0P_ / count_out[8]$_SDFFE_PP0P_ / 0.50 / 2
global route: count_out[7]$_SDFFE_PP0P_ / count_out[7]$_SDFFE_PP0P_ / 0.54 / 2
CTS: count_out[7]$_SDFFE_PP0P_ / count_out[7]$_SDFFE_PP0P_ / 0.51 / 2
==> layer usage <==
metal  up-vias  global-route usage (%)  routed length (um)
li1        206                       -                   -
met1       181                   3.927                 490
met2        17                   4.173                 355
met3         2                   1.932                 126
met4         0                  0.7042                  31
met5         -                       0                   0
Power figures rest on the tool's default switching activity, not on a simulated workload.
